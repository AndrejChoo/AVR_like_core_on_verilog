==> run.sh <==
#!/bin/bash
# OpenROAD 26Q1-2900-gdf79404cd8, Yosys 0.63+post, stock flow scripts
make -C /OpenROAD-flow-scripts/flow DESIGN_CONFIG=/design/flow/config.mk WORK_HOME=/design/flow/orfs finish
==> config.mk <==
export PLATFORM = sky130hd
export DESIGN_NAME = din7seg
export DESIGN_NICKNAME = din7seg
export VERILOG_FILES = /design/flow/design.v
export SDC_FILE = /design/flow/constraint.sdc
export NUM_CORES = 4
export LEC_CHECK = 1
export CORE_AREA = 10 10 93 93
export DIE_AREA = 0 0 103 103
==> constraint.sdc <==
current_design din7seg

set clk_period 3.0
set clk_io_pct 0.2

create_clock -name clk0 -period $clk_period [get_ports {clk}]

set non_clock_inputs [all_inputs -no_clocks]
set_input_delay [expr $clk_period * $clk_io_pct] -clock clk0 $non_clock_inputs
set_output_delay [expr $clk_period * $clk_io_pct] -clock clk0 [all_outputs]
==> design.v <==
module din7seg 
#(
 parameter razr_val = 8,  
 parameter in_clock = 50_000_000,  
 parameter din_clock = razr_val*50,  
 parameter clk_val = in_clock/din_clock/2-1,  
 parameter reg_val = $clog2(clk_val)   
)
(
input wire clk,
input wire[3:0]I0,
input wire[3:0]I1,
input wire[3:0]I2,
input wire[3:0]I3,
input wire[3:0]I4,
input wire[3:0]I5,
input wire[3:0]I6,
input wire[3:0]I7,
input wire[3:0]I8,
output reg[7:0]SEG,
output reg[(razr_val - 1):0]RAZR
);
reg[3:0]O;
reg[3:0]C;
reg[(reg_val-1):0]DIV_CNT;
reg clock;
 always@(posedge clk)
	begin
		DIV_CNT <= DIV_CNT+1;
		if(DIV_CNT == clk_val)
			begin
				DIV_CNT <= 0;
				clock<=~clock;
			end
	end
 always@(posedge clock)
   begin 
	  C <= C+1'b1;
	  if(C==(razr_val-1)) C<=0;
	end
 always@(C)
  begin
   case(C)
	 4'b0000: begin O <= I0; RAZR <= 9'b111111110; end
	 4'b0001: begin O <= I1; RAZR <= 9'b111111101; end
	 4'b0010: begin O <= I2; RAZR <= 9'b111111011; end
	 4'b0011: begin O <= I3; RAZR <= 9'b111110111; end
	 4'b0100: begin O <= I4; RAZR <= 9'b111101111; end
	 4'b0101: begin O <= I5; RAZR <= 9'b111011111; end
	 4'b0110: begin O <= I6; RAZR <= 9'b110111111; end
	 4'b0111: begin O <= I7; RAZR <= 9'b101111111; end
	 4'b1000: begin O <= I8; RAZR <= 9'b011111111; end
	 default: begin O <= 0;  RAZR <= 9'b111111111; end 
	endcase
 end
  always@(O)
  begin
   case(O)
     4'b0000: SEG <= ~8'b00111111; 
     4'b0001: SEG <= ~8'b00000110; 
     4'b0010: SEG <= ~8'b01011011; 
     4'b0011: SEG <= ~8'b01001111; 
     4'b0100: SEG <= ~8'b01100110; 
     4'b0101: SEG <= ~8'b01101101; 
     4'b0110: SEG <= ~8'b01111101; 
     4'b0111: SEG <= ~8'b00000111; 
     4'b1000: SEG <= ~8'b01111111; 
     4'b1001: SEG <= ~8'b01101111; 
     4'b1010: SEG <= ~8'b01110111; 
     4'b1011: SEG <= ~8'b01111100; 
     4'b1100: SEG <= ~8'b00111001; 
     4'b1101: SEG <= ~8'b01011110; 
     4'b1110: SEG <= ~8'b01111001; 
     4'b1111: SEG <= ~8'b01110001; 
   endcase
  end
endmodule
==> reports/metrics.csv <==
metric;value;unit
outcome;completed;
global-route wire length before repair;7370;um
fraction of registers with async set/reset;0;
# DRC;0;
area grow syn2layout;51.4;%
I/O Buffers;51;
CP startpoint kind;primary input;
CTS buffer count;3;
CP arrival;2350;ps
slowest CP cell;a2111o_1;
Peak VDD IR;0.000420;V
Core Region;6760;um2
max_slew headroom;0.408;
register pins left without a clock;4;
top cells, area;dfxtp_1 25%, ha_1 8.7%, xnor2_1 5.0%, nand3_1 4.4%, a22oi_1 4.3%;
final std cell area, no fill;2400;um2
CTS root buffer;clkbuf_8;
Die Y;103;um
Netlist cell types;48;
Worst Setup Path Type;in -> out;
Die Width;103;um
Area leader share;0.253;
average wire per standard cell;13.9;um
fin crit share;0.982;
Yosys Instances;184;
routability cong.;0.799;
max-cap violations;0;
vias after detailed routing;1528;
Congestion Overflow GR;0;
drt total wl;4530;um
number of buffers and inverters on the critical path;3;
Clock transition at path regs;60;ps
most common logic cells in the final layout;26 x clkdlybuf4s50_1, 20 x dfxtp_1, 18 x nor2_1, 14 x nand3_1, 11 x buf_4;
Cell Pwr Density;183;nW/um2
Synthesized registers;21;
WP data required;2400;ps
Tool Warnings;34;
CTS H-tree depth;1;
min Tclk post-route;2950;ps
RSZ-0062 raised after global routing;false;
Post-DRT Antenna Nets;0;
critical path's top delay family;AND-OR/OR-AND gates;
critical path depth in cells;9;
initial antenna violation count;0;
Insertion Delay late pin;240;ps
die area;10600;um2
Leak Pwr;0.000980;uW
final hold vios;0;
Initial DRC Count;41;
endpoints left unconstrained;12;
CTS tree;yes;
Cells on Worst Hold Path;1;
DP Area;2160;um2
num rows;30;
Fmax;340;MHz
RR Endpoint;clock$_DFFE_PN_;
Worst Setup SP;I1[0];
EDFF count, synth;1;
share of layout cells above drive strength 1;0.234;
Reg2Reg Launch Point;DIV_CNT[0]$_SDFF_PN0_;
Init Core Util;0.235;
Crit Path Max Fanout;3;
pin count of the biggest net entering global routing;20;
vias in the first global route;1507;
largest stage delay on the critical path;380;ps
Cells after Synth;184;
endpoints failing setup;0;
Mapped Area;1590;um2
Yosys chip area;1590;um2
Commonest Layout Cell;clkdlybuf4s50_1;
Post-Syn Area per Cell;8.62;um2
CP Capture Point;SEG[4];
Worst Setup End Kind;output pin;
Ys Warns;1;
Final Max Slew Viols;0;
worst-path cell chain;dlygate4sd2_1 -> a22oi_2 -> a221o_1 -> o211a_4 -> buf_6 -> ha_4 -> a2111o_1 -> a31oi_1 -> buf_2;
CTS Hold Buffers Added;0;
FF-to-FF path depth;4;
drt pass-1 iters;4;
Slew @ Worst Pin;887;ps
I/O pin cnt;53;
Final Skew;1.47;ps
WHS;466;ps
GR Util All Layers;0.0837;
Via-to-Cell Ratio;4.70;
Post-synth seq share;0.272;
leading area contributor after synthesis;dfxtp_1;
Worst Hold Class;reg -> reg;
worst reg2reg setup slack;1350;ps
clock buffer depth;2;
final HPWL from detailed placement;3400;um
ys flop type;dfxtp_1;
-- through the flow --
| stage | instances | total power [uW] | setup slack [ps] | TNS [ps] | utilization |
|---|---|---|---|---|---|
| after CTS | 322 | 443 | -57.0 | -94.8 | 0.345 |
| after floorplan | 184 | 237 | 433 | 0 | - |
| after global routing | 324 | 464 | 1.70 | 0 | 0.355 |
| after global placement | 312 | 283 | -482 | -2940 | 0.320 |
| final | 325 | 439 | 54.9 | 0 | 0.355 |
| after detailed placement | 312 | 283 | -507 | -3000 | 0.320 |
-- flip-flops by register name (all words and copies together), names as in the netlist --
name / count
clock: 1
DIV_CNT: 16
C: 4
-- routing by layer --
metal	vias to the layer above	global-route usage	routed length, um
met3	0	0.0210	459
met1	700	0.112	2130
met5	-	0	0
met2	51	0.140	1940
li1	777	-	-
met4	0	0.00214	0
-- logic make-up (layout without fill, tap and decap cells) --
| logic type | Yosys count | in the layout | share of synthesized area |
|---|---|---|---|
| and+or+nand+nor | 71 | 71 | 0.230 |
| AOI/OAI and AO/OA | 35 | 35 | 0.177 |
| DFF | 21 | 21 | 0.272 |
| buffers and inverters | 20 | 80 | 0.0821 |
| xor gates and xnor gates | 16 | 16 | 0.0884 |
| adders and majority gates | 11 | 11 | 0.0868 |
| muxes | 9 | 9 | 0.0623 |
| other | 1 | 2 | 0.00237 |
-- repair_timing --
item                                    CTS  global route
resized                                  56            29
pin swaps                                15            19
endpoints found under the setup margin    7             6
cloned                                    0             0
setup buffers                             7             2
-- synth_stat cells (2+ instances only) --
library cell	n
buf_4	4
nand2b_1	3
a22oi_1	9
nand4_1	4
xnor2_1	9
a31oi_1	2
nor4b_1	3
inv_1	8
a22o_1	4
nor2b_1	8
buf_6	5
xor2_1	7
nand2_1	9
dfxtp_1	20
mux2_2	2
buf_2	2
nor4_1	2
nor3_1	4
a211oi_1	2
a21oi_1	3
ha_1	11
and3_1	2
a221oi_1	2
nand3_1	14
mux2i_1	5
nor2_1	18
-- final cells by class --
cell class | count | area (um2)
multi-input cells | 143 | 1160
flip-flops and latches | 21 | 430
repair buffers | 68 | 627
diodes | 1 | 2.50
fillers | 685 | 4360
clock buffers | 4 | 45.0
inverters | 8 | 32.5
well taps | 80 | 100
-- worst min-delay path by stage --
stage,start,endpoint,slack [ps]
4_1_cts,DIV_CNT[0]$_SDFF_PN0_,DIV_CNT[0]$_SDFF_PN0_,470
6_report,DIV_CNT[0]$_SDFF_PN0_,DIV_CNT[0]$_SDFF_PN0_,470
5_1_grt,DIV_CNT[0]$_SDFF_PN0_,DIV_CNT[0]$_SDFF_PN0_,510
-- power by group --
group          total [uW]  switching, uW  internal (uW)
combinational        48.6           9.94           38.6
sequential            228              0            228
clock                 163           68.8           93.9
total                 439           78.8            360
Power and IR drop assume default switching activity.
